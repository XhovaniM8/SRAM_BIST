## ./run.sh

```bash
#!/bin/bash
# OpenROAD 26Q1-2900-gdf79404cd8, Yosys 0.63+post, stock flow scripts
make -C /OpenROAD-flow-scripts/flow DESIGN_CONFIG=/design/flow/config.mk WORK_HOME=/design/flow/orfs finish
```

## ./config.mk

```make
export PLATFORM = sky130hd
export DESIGN_NAME = bist_counter
export DESIGN_NICKNAME = bist_counter
export VERILOG_FILES = /design/flow/design.v
export SDC_FILE = /design/flow/constraint.sdc
export NUM_CORES = 4
export LEC_CHECK = 1
export CORE_AREA = 10 10 94 94
export DIE_AREA = 0 0 104 104
```

## ./constraint.sdc

```tcl
current_design bist_counter

set clk_period 3.6
set clk_io_pct 0.2

create_clock -name clk0 -period $clk_period [get_ports {clk}]

set non_clock_inputs [all_inputs -no_clocks]
set_input_delay [expr $clk_period * $clk_io_pct] -clock clk0 $non_clock_inputs
set_output_delay [expr $clk_period * $clk_io_pct] -clock clk0 [all_outputs]
```

## ./design.v

```verilog
module bist_counter #(
    parameter length = 10   
) (
    input [length-1:0] d_in,   
    input clk,                 
    input ld,                  
    input u_d,                 
    input cen,                 
    output [length-1:0] q,     
    output cout                
);
    reg [length:0] cnt_reg;
    always @(posedge clk) begin
        if (cen) begin
            if (ld) begin
                cnt_reg <= {1'b0, d_in};   
            end else if (u_d) begin
                cnt_reg <= cnt_reg + 1;
            end else begin
                cnt_reg <= cnt_reg - 1;
            end
        end
    end
    assign q = cnt_reg[length-1:0];
    assign cout = cnt_reg[length];
endmodule
module bist_decoder (
    input logic [2:0] q,         
    output logic [7:0] data_t    
);
    always_comb begin
        case (q)
            3'b000: data_t = 8'b10101010;
            3'b001: data_t = 8'b01010101;
            3'b010: data_t = 8'b11110000;
            3'b011: data_t = 8'b00001111;
            3'b100: data_t = 8'b00000000;
            3'b101: data_t = 8'b11111111;
            3'b110: data_t = 8'b00000000;  
            3'b111: data_t = 8'b11111111;  
            3'b110: data_t = 8'b00001111;  
            3'b111: data_t = 8'b11110000;  
            default: data_t = 8'bzzzzzzzz;
        endcase
    end
endmodule
```

==> results.txt <==
Quick summary of the implementation run below.

For this run, global-route usage on met2 was measured as 0.0757. For this configuration, the core starts out at a cell density of 0.140. The worst setup timing slack at the placement stage is roughly 0.44 ns. Post-route period utilization is reported as 0.806.

The slowest stage of the critical path is the sky130_fd_sc_hd__fa_1 cell. The sequential fraction of the synthesis area came out at 0.346. The pin count of the biggest net entering global routing is 16.

The required time of the worst setup path came out at between 3 and 4 ns. The worst register-to-register path ends at cnt_reg[10]. The cell area after technology mapping came out at 953 µm². The compound-cell area share of the yosys netlist is 0.255. The count of warning messages emitted by the tools is 25. The worst-path maximum fanout is 10. The report lists the cells along the critical path as clkdlybuf4s50_1 -> inv_1 -> fa_1 -> a211oi_2 -> o21ai_0 -> a21oi_1 -> mux2_2.

The class of the tightest hold or removal check is flop to flop. The flop and latch count out of synthesis came out at 11. After floorplanning, the die was sized to cover approximately 11000 µm². The Yosys warning count came out at 2. The run finished with clean final reports.

The actual transition at the worst max-transition pin is approximately 0.6 ns. The TritonCTS clock tree is yes. The floorplan row count is 30. After clock tree synthesis, the setup repair step added 0 buffers. On the reported timing paths, the clock transition at the registers reads approximately 0.060 ns.

The type of the worst setup path is primary input to flop. The detailed router placed about 850 vias in this run. Per the cell usage report, the commonest logic cell in the layout is sky130_fd_sc_hd__clkdlybuf4s50_1. The count of buffers added on input and output ports is 24. The number of endpoints failing setup at the final stage is 0. The worst setup skew after layout came out at 0.00474 ns. The count of pins over their slew limit is 0.

The antenna diode count came out at 0. The number of standard cells after synthesis came out at ~100. Leaving out fill and tap cells, the most frequent cells in the layout are sky130_fd_sc_hd__clkdlybuf4s50_1, sky130_fd_sc_hd__nand2_1, sky130_fd_sc_hd__edfxtp_1.

The highest supply drop recorded on VDD is between 100 and 150 µV. The share of post-route cells with drive strength above 1 is 0.0698. The violation tally recorded at the end of detailed-routing iteration 0 is 25. The category of the worst setup path launch point is a primary input. The primary flip-flop cell chosen by synthesis mapping is sky130_fd_sc_hd__edfxtp_1.

The number of flip-flops under the largest register name is 11. The global-route usage over all layers is 0.0501. The placed instance area is about 1300 µm². TritonCTS created 3 clock buffers. The clock insertion delay at the later pin of the skew report is ~0.24 ns. Data arrives at the worst endpoint at around 2.9 ns. The root buffer cell is sky130_fd_sc_hd__clkbuf_8.

The global routing met1 resource utilization came out at 0.0694. The total overflow reported by the global router is 0. Per the post-route antenna check, the number of violating nets is 0. The maximum clock path buffer count came out at 2. The per-cell via count in the routed design is ~3.8. Along the critical path, the tally of buffer and inverter instances is 2. The total negative setup slack came out at 0 ns. The post-cts repair resize count is 0. The static leakage power came out at between 0.4 and 0.5 nW.

Per the GRT log, the top usage layer is met2. The synthesized netlist was found by Yosys to have 103 cells. The minimum clock period after layout is approximately 2.9 ns. The detail-routed net length per standard cell is between 10 and 15 µm. The worst pin sits at a relative slew slack of 0.602. In the synthesized netlist, the dominant kind of combinational cell is AND-OR/OR-AND gates. The height of the die is 104 µm. Max-cap violations in this run came to 0. The maximum clock frequency came out at between 0.3 and 0.4 GHz.

The DRC violation count after routing came out at 0. The number of unique standard cell types used by synthesis is 35. 25 I/O pins were placed. The xor and xnor fraction of the mapped netlist area is 0.0276. The number of global-route vias before repair came to around 900.

The register-to-register setup slack came out at approximately 1.5 ns. The total power divided by cell area came out at approximately 370 nW/µm². Looking at the reg2reg group, the worst path starts from cnt_reg[0]. The number of clock sinks came to 11.

The fraction of synthesized area in multiplexers came out at 0.0341. The synthesis-to-layout area growth came out at 42.0%. The number of antenna violations at the first check in global routing came to 0. The average cell area after synthesis is a little over 9 µm². For this run, asynchronously set or reset flops after synthesis account for 0. All stages included, the depth of the critical timing path comes to 7. The element type at the critical path end is a flop. Hold-check failures listed in the final report amount to 0. The post-route worst setup slack came out at 0.699 ns. The number of synthesized flops with an enable pin is 11. The global routing met3 resource utilization is 0.0201. The Yosys chip area is 953 µm². The number of detailed-route iterations in the first pass is 4.

The final report lists a non-filler cell total of roughly 230. The routability congestion estimate from global placement came out at 0.859. The capture point of the critical path was reported as cnt_reg[10]. The number of cells on the worst reg-to-reg path is 5. The delay of the slowest cell on the worst path is about 0.54 ns. According to the dpl log, the detail-placed design has an HPWL of 2110 µm. The final core area utilization came out at 0.198. The synthesized-area fraction occupied by and/or/nand/nor cells is 0.173. The post-route cell area came out at about 1400 µm². The first-pass GRT wire length came out at ~4500 µm.

Tracing the worst setup path back leads to its startpoint at u_d. The number of hold buffers added after CTS was 0. The instance count after placement with tap cells included is between 200 and 250.

The timing report attributes the biggest portion of critical-path delay to buffers and inverters. The horizontal die dimension came out at ~100 µm. Setup repair after global routing left no endpoint under its margin. The cell-mix breakdown from Yosys lists the adder-cell area share as 0.139.

The total detailed-routing wirelength is 2670 µm. The deepest level of the CTS H-tree came out at 1. The total core area is between 6000 and 7000 µm².
-- layer usage --
| metal | part of all wire | up-vias |
|---|---|---|
| li1 | - | 448 |
| met1 | 0.50 | 377 |
| met2 | 0.43 | 27 |
| met3 | 0.076 | 0 |
| met4 | 0 | 0 |
| met5 | 0 | - |
-- per-stage QoR --
stage / hold WS [ns] / power [mW]
after global routing: 0.783 / 0.544
after global placement: 0.710 / 0.372
after floorplan: 0.631 / 0.295
after CTS: 0.720 / 0.509
after detailed placement: 0.710 / 0.372
final: 0.707 / 0.503
-- kinds of logic (layout without fill, tap and decap cells) --
family	Yosys count	count (layout)
AND-OR/OR-AND	36	36
AND/OR/NAND/NOR	34	34
flip-flops	11	11
adder cells (fa/ha/maj)	10	10
buffers and inverters	6	32
XOR/XNOR	3	3
multiplexers	3	3
-- report_power, final --
group | total, mW | switching (mW) | internal [mW]
clock network | 0.134 | 0.0553 | 0.0782
logic | 0.195 | 0.0948 | 0.100
registers | 0.174 | 0.0107 | 0.163
total | 0.503 | 0.161 | 0.342
-- layout make-up --
class,instances,area (µm²)
Multi-Input combinational cell,86,599
Inverter,3,11.3
Tap cell,96,120
Clock buffer,4,45.0
Sequential cell,11,330
Fill cell,782,5480
Timing Repair Buffer,25,248
-- synth_stat cells (2+ instances only) --
| master | instances | area share |
|---|---|---|
| sky130_fd_sc_hd__nor2b_1 | 2 | 0.013 |
| sky130_fd_sc_hd__nand3_1 | 2 | 0.010 |
| sky130_fd_sc_hd__nor4_1 | 2 | 0.013 |
| sky130_fd_sc_hd__mux2_2 | 2 | 0.024 |
| sky130_fd_sc_hd__edfxtp_1 | 11 | 0.35 |
| sky130_fd_sc_hd__inv_1 | 3 | 0.012 |
| sky130_fd_sc_hd__clkbuf_1 | 2 | 0.0079 |
| sky130_fd_sc_hd__xnor2_1 | 2 | 0.018 |
| sky130_fd_sc_hd__a211oi_1 | 3 | 0.024 |
| sky130_fd_sc_hd__o21a_1 | 2 | 0.016 |
| sky130_fd_sc_hd__o211a_1 | 2 | 0.021 |
| sky130_fd_sc_hd__ha_1 | 9 | 0.12 |
| sky130_fd_sc_hd__nor2_1 | 9 | 0.035 |
| sky130_fd_sc_hd__o21bai_1 | 2 | 0.016 |
| sky130_fd_sc_hd__o31ai_1 | 3 | 0.024 |
| sky130_fd_sc_hd__o21ai_0 | 9 | 0.047 |
| sky130_fd_sc_hd__nand2_1 | 11 | 0.043 |
| sky130_fd_sc_hd__a21oi_1 | 8 | 0.042 |
| sky130_fd_sc_hd__nor3b_1 | 3 | 0.024 |
-- how the worst min path moves through the flow --
stage	startpoint	cells past startpoint	end
after CTS	cnt_reg[0]	1	cnt_reg[0]
after global routing	cnt_reg[0]	1	cnt_reg[0]
final	cnt_reg[0]	1	cnt_reg[0]
-- worst reg2reg max path, cell delays in order (launching register included) --
cell and delay [ns]:
sky130_fd_sc_hd__edfxtp_1 0.47, sky130_fd_sc_hd__fa_1 0.49, sky130_fd_sc_hd__a211oi_2 0.30, sky130_fd_sc_hd__o21ai_0 0.14, sky130_fd_sc_hd__a21oi_1 0.16, sky130_fd_sc_hd__mux2_2 0.34
Power figures rest on the tool's default switching activity, not on a simulated workload.
