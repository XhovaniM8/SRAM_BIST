<file path="design/flow/design.v">
module bist_ram (
    input [7:0] data,   
    input [5:0] addr,   
    input re,           
    input clk,          
    output [7:0] q      
);
    reg [7:0] ram [63:0];
    reg [5:0] addr_reg;
    always @(posedge clk) begin
        if (!re)
            ram[addr] <= data;
        addr_reg <= addr;
    end
    assign q = ram[addr_reg];
endmodule
</file>
<file path="design/flow/run.sh">
#!/bin/bash
# OpenROAD 26Q1-2900-gdf79404cd8, Yosys 0.63+post, stock flow scripts
make -C /OpenROAD-flow-scripts/flow DESIGN_CONFIG=/design/flow/config.mk WORK_HOME=/design/flow/orfs finish
</file>
<file path="design/flow/config.mk">
export PLATFORM = sky130hd
export DESIGN_NAME = bist_ram
export DESIGN_NICKNAME = bist_ram
export VERILOG_FILES = /design/flow/design.v
export SDC_FILE = /design/flow/constraint.sdc
export NUM_CORES = 4
export LEC_CHECK = 1
export CORE_UTILIZATION = 50
</file>
<file path="design/flow/constraint.sdc">
current_design bist_ram

set clk_period 10.1
set clk_io_pct 0.2

create_clock -name clk0 -period $clk_period [get_ports {clk}]

set non_clock_inputs [all_inputs -no_clocks]
set_input_delay [expr $clk_period * $clk_io_pct] -clock clk0 $non_clock_inputs
set_output_delay [expr $clk_period * $clk_io_pct] -clock clk0 [all_outputs]
</file>
==> results.toml <==
# synthesis and place-and-route metrics
[run_status]
run_status = "complete, no violations"

[sta]
report.final.slew_viol_count = 0
timing.max_slew.rel_slack = 0.360
sum_of_negative_setup_slack_ns = 0
final_critical_path_required_period_ns = 6.03
timing.final.crit_share = 0.597
rsz_0062_raised_after_global_routing = "no"
setup_viol = 0
finalHoldViolations = 0
worst-slew-pin-transition_ns = 0.957
max_clock_freq_ghz = 0.166
setup_slack_ns = 4.07

[job]
stage_log_warnings = 25
count_of_max_cap_constraint_violations = 0

[clock_network]
clock_tree_from_tritoncts = "built"
cts_hold_buffers = 0
tritoncts_num_sinks = 518
clock_tree.root_cell = "sky130_fd_sc_hd__clkbuf_16"
worst_setup_hold_path_clk_slew_ns = 0.06
post_cts.repair.setup_buffers = 0
cts_htree_levels = 2
total_cts_buffers = 53
cts.repair.resized = 0
max_root_sink_buffers = 3

[finish]
largest_register_ffs = 512
ff_latch_area_sq_um = 15500
final_cell_count_no_fill = 1578
layout.filler_cells = 2911
reg_top3 = "ram x512"
regMostFlops = "ram"
logic_area_sq_um = 4290
layout-drive-gt1-share = 0.250
flow.area_growth_from_synthesis_pct = 13.3

[worst_hold_path]
worst_hold_path_type = "in -> reg"
min_delay_path_depth = 1

[detailed_routing]
antenna_left = 0
route.final.wire_length_um = 43100
viasPerCell = 5.93
dr.pass1.iters = 5
wl_per_cell_um = 27.3
detailroute.via_count = 9358
detail_route.drc_violations = 0
drt_iter0_drc = 507
route.antenna.diode_count = 0

[global_routing]
antenna_found_initial = 0
maximum_number_of_pins_on_one_net_before_global_route_repair = 74
grt_remaining_overflow = 0
global_route_wire_length_before_repair_um = 65600
first_global_vias = 10200
track_usage = 0.250

[worst_setup_path]
cp_slowest_cell = "sky130_fd_sc_hd__dfxtp_4"
timing_worst_setup_path_type = "reg -> out"
critical_path_peak_fanout = 33
critPathMostFrequentCell = "sky130_fd_sc_hd__mux4_2"
list_of_cells_traversed_by_the_critical_path = "buf_4 -> mux4_2 -> mux4_2 -> o2111ai_1 -> o21ai_1 -> clkdlybuf4s50_1"
worstPathRequired_ns = 8.08
worst-endpoint-arrival_ns = 4.01
timing.critical_path.to_type = "output pin"
start_kind = "flop"
slowest_delay_ns = 0.77

[floorplanning]
die_w_um = 202
site_row_count = 73
die_span_y_um = 202
floorplanUtilization = 0.507
ios = 24
chip_area_sq_um = 41000
design.core.area_sq_um = 39600

[placed_design]
place.gp.congestion = 0.888
port-buffer-count = 23
post-place-ws_ns = 4.58
dp_cells = 1479
dp_hpwl_um = 25100

[pwr]
leakagePower_uw = 0.00718
ir_worst_vdd_mv = 0.160
total_power_uw = 4550
power_per_cell_area_nw_per_um2 = 200

[logic_synthesis]
common_cells = "sky130_fd_sc_hd__edfxtp_1 (512), sky130_fd_sc_hd__mux4_2 (122), sky130_fd_sc_hd__nor2_1 (82), sky130_fd_sc_hd__mux2i_1 (39), sky130_fd_sc_hd__clkbuf_1 (22)"
synth_warnings = 1
ys_area_sq_um = 20100
synth.distinct_cells = 39
yosys.area.top_type = "sky130_fd_sc_hd__edfxtp_1"
synth.top_cell.area_share = 0.766
synthesized_instance_count = 939
syn-cell-area_sq_um = 20100
synthTopCellsByArea = "sky130_fd_sc_hd__edfxtp_1 (77%), sky130_fd_sc_hd__mux4_2 (14%), sky130_fd_sc_hd__mux2i_1 (1.9%)"
yosys_register_bits = 518
yosys-stat-cells = 939
yosysMostFrequentCell = "sky130_fd_sc_hd__edfxtp_1"
enable_flop_cells = 512
fraction_of_registers_with_async_set_reset = 0
syn-mean-instance-area_sq_um = 21.4
synth-seq-area-share = 0.772
ys_dominant_reg_cell = "sky130_fd_sc_hd__edfxtp_1"
cell usage in the layout, fill, tap and decap left out, types with 3 or more instances in the layout:
cell / Yosys / final
sky130_fd_sc_hd__clkdlybuf4s50_1: 0 / 15
sky130_fd_sc_hd__o221ai_1: 5 / 5
sky130_fd_sc_hd__o21ai_0: 9 / 9
sky130_fd_sc_hd__buf_4: 10 / 43
sky130_fd_sc_hd__mux2i_1: 39 / 39
sky130_fd_sc_hd__nand3b_1: 5 / 5
sky130_fd_sc_hd__nand2_1: 21 / 21
sky130_fd_sc_hd__dfxtp_1: 6 / 3
sky130_fd_sc_hd__a21oi_1: 9 / 9
sky130_fd_sc_hd__a221o_1: 5 / 5
sky130_fd_sc_hd__buf_2: 13 / 8
sky130_fd_sc_hd__nand2b_1: 3 / 3
sky130_fd_sc_hd__mux4_2: 122 / 122
sky130_fd_sc_hd__o22ai_1: 7 / 7
sky130_fd_sc_hd__clkbuf_1: 22 / 11
sky130_fd_sc_hd__bufinv_16: 0 / 7
sky130_fd_sc_hd__a211o_1: 6 / 6
sky130_fd_sc_hd__dfxtp_4: 0 / 3
sky130_fd_sc_hd__clkbuf_16: 0 / 55
sky130_fd_sc_hd__mux2_2: 7 / 7
sky130_fd_sc_hd__edfxtp_1: 512 / 512
sky130_fd_sc_hd__clkinv_1: 1 / 13
sky130_fd_sc_hd__a211oi_1: 11 / 11
sky130_fd_sc_hd__o22a_1: 5 / 5
sky130_fd_sc_hd__nor2_1: 82 / 82
sky130_fd_sc_hd__clkinv_2: 0 / 12
sky130_fd_sc_hd__nor2b_1: 7 / 7
sky130_fd_sc_hd__nand3_1: 4 / 4
cells by family after synthesis:
logic type / count (synthesis) / synth area share
AND/OR/NAND/NOR: 128 / 0.0274
AND-OR/OR-AND: 70 / 0.0257
flip-flops: 518 / 0.772
multiplexers: 169 / 0.161
buffers and inverters: 54 / 0.0146
final timing paths:
path | start | endpoint | slack [ns]
max | flop | q[6] | 4.07
min | addr[2] | flop | 2.00
critical path: cells and delay by family (launching register included):
kind                   cells  cell delay, ns
DFF                        1            0.77
muxes                      2            1.07
buffers and inverters      2            1.02
AOI/OAI and AO/OA          2            0.51
stage by stage:
stage | area, sq um | util | hold slack, ns
finish | 22700 | 0.574 | 2.00
detailed placement | 21000 | 0.530 | 2.61
floorplan | 20100 | - | 2.05
global route | 22700 | 0.574 | 2.01
global placement | 21000 | 0.530 | 2.61
CTS | 22700 | 0.574 | 2.00
final cells by class:
type,count,area share
clock inverter,33,0.0146
multi-input combinational,367,0.189
sequential,518,0.682
timing repair buffer,67,0.0234
tap,525,0.0289
inverter,2,0.000330
clock buffer,66,0.0623
routing by layer:
metal / vias to the layer above / track usage / wire (um)
met4: 0 / 0.0432 / 913
met3: 65 / 0.133 / 5250
met2: 449 / 0.361 / 20900
met1: 4776 / 0.396 / 16100
met5: - / 0.00833 / 0
li1: 4068 / - / -
report_power, final:
group	switching [uW]	total (uW)	internal, uW
Clock	779	1950	1170
Sequential	13.9	2390	2380
Combinational	121	204	83.2
