===== flow/config.mk =====
export PLATFORM = sky130hd
export DESIGN_NAME = bist_comparator
export DESIGN_NICKNAME = bist_comparator
export VERILOG_FILES = /design/flow/design.v
export SDC_FILE = /design/flow/constraint.sdc
export NUM_CORES = 4
export LEC_CHECK = 1
export CORE_AREA = 10 10 70 70
export DIE_AREA = 0 0 80 80

===== flow/constraint.sdc =====
current_design bist_comparator

set clk_period 1.9
set clk_io_pct 0.2

create_clock -name clk0 -period $clk_period

set non_clock_inputs [all_inputs -no_clocks]
set_input_delay [expr $clk_period * $clk_io_pct] -clock clk0 $non_clock_inputs
set_output_delay [expr $clk_period * $clk_io_pct] -clock clk0 [all_outputs]

===== flow/design.v =====
module bist_comparator (
    input logic [7:0] a,        
    input logic [7:0] b,        
    output logic a_gt_b,        
    output logic a_eq_b,        
    output logic a_lt_b         
);
    always_comb begin
        a_gt_b = 0;
        a_eq_b = 0;
        a_lt_b = 0;
        if (a < b) begin
            a_lt_b = 1;
        end else if (a > b) begin
            a_gt_b = 1;
        end else begin
            a_eq_b = 1;  
        end
    end
endmodule

===== flow/run.sh =====
#!/bin/bash
# OpenROAD 26Q1-2900-gdf79404cd8, Yosys 0.63+post, stock flow scripts
make -C /OpenROAD-flow-scripts/flow DESIGN_CONFIG=/design/flow/config.mk WORK_HOME=/design/flow/orfs finish

==> results.cfg <==
; synthesis and place-and-route metrics
[run_status]
status = complete, no violations

[logic_synthesis]
yosysWarnings = 1
ys_area_um2 = 241.5
post_synth.cell_area_avg_um2 = 7.318
synthesis.area_um2 = 241.5
syn_inst = 33
postSynthSeqShare_pct = 0
ys_types = 10
yosysCellCount = 33

[final_layout]
seqCellArea_um2 = 0
final.clkbuf_count = 0
syn_to_final_growth_pct = 154.4
flop-count = 0
final_util_pct = 17.99
drive_above_1_share_pct = 62.96

[power]
p_sw_share_pct = 43.50
power_uw = 138.2
ir_drop_v = 0.00003023
seq_power_share_pct = 0
powerDensity_nw_per_um2 = 224.9
leakage_nw = 0.2386
power.internal_uw = 78.06
clock_power_share_pct = 0
net-switching-power_uw = 60.11
combPwrFrac_pct = 100.0

[route]
wirelength_um = 882
diodes = 0
ant_nets = 0
first_pass_iters = 2
routedWlPerCell_um = 8.820
num_vias = 290
post-route-drc-count = 0
drtIter0Drc = 8
viasPerCell = 2.900

[final_timing]
finalHoldViolCount = 0
period_used_pct = 97.10
layout_setup_ws_ps = 55.06
worst_hold_slack_ps = 1302
fmax_mhz = 542.0
fin_crit_ps = 1845
tightest_slew_ps = 190.0
slew_viol_final = 0
slew_headroom_pct = 87.33
setup_viol = 0

[die]
io_pins = 19
die_area_um2 = 6400
core_area_um2 = 3416
fp_util_pct = 7.070
die_x_um = 80
die.size.y_um = 80
rows = 21

[global_routing]
overflow = 0
grt_max_degree = 4
track_usage_pct = 2.632
grt_pass1_vias = 317
antenna_found_initial = 0
grt_pass1_wl_mm = 1.442

[worst_hold_path]
hold_start = a[7]
hold_path_class = primary input to output pin
hold_depth = 6
holdPathEnd = a_eq_b

[placed_design]
globalplace.congestion = 0.7192
io_buffers = 19
pre_cts_ws_ps = -658.3
dp_hpwl_um = 696.5

[run]
warning_count = 32
maxCapViolCount = 0

[worst_setup_path]
crit_path_max_incr_delay_ps = 310
path_class = primary input to output pin
crit_buf_inv = 2
path_cells = clkdlybuf4s15_1 > ha_4 > nand4_4 > o21a_1 > a31o_1 > buf_2
start_kind = primary input
arrival_ps = 1460
crit_slowest_cell = ha_4
cp_max_fo = 3
end_kind = output pin
worstPathRequired_ps = 1520
crit_family = AND-OR/OR-AND gates

[clock_network]
cts_hold_buf = 0
## worst max-delay path by stage
stage	from	cells past startpoint	slack, ps	to
5_1_grt	b[7]	8	-2	a_gt_b
6_report	a[3]	6	60	a_gt_b
4_1_cts	a[7]	6	4	a_gt_b
## layer usage
layer  wire, um  vias to the layer above  global-route usage, %
met4          0                        0                      0
met5          0                        -                      0
li1           -                      154                      -
met2        435                        8                  4.735
met3         33                        0                 0.2273
met1        413                      128                  3.494
## cells by family (layout without fill, tap and decap cells)
group | after synthesis | after routing | synth area share (%)
AOI/OAI and AO/OA | 10 | 10 | 24.35
adders and majority gates | 8 | 8 | 41.45
and+or+nand+nor | 5 | 5 | 18.65
buffers and inverters | 10 | 31 | 15.55
## power by group through the flow
stage	logic, mW	clock network (mW)	registers, mW
4_1_cts	0.135	0	0
5_1_grt	0.151	0	0
6_report	0.138	0	0
## synth_stat cells
cell	number	area share, %
a31o_1	1	3.6
nor2_1	1	1.6
o21ai_1	2	4.1
ha_1	8	41
inv_1	10	16
nand4_2	1	5.2
nand2_1	2	3.1
o21a_1	2	6.2
a21oi_1	5	10
nand4_4	1	8.8
## layout by cell type (no fill, tap or decap)
master | Yosys | layout
buf_6 | 0 | 1
o21ai_2 | 0 | 2
ha_4 | 0 | 8
clkbuf_2 | 0 | 3
a21oi_2 | 0 | 5
a31o_1 | 1 | 1
clkdlybuf4s15_1 | 0 | 12
nand2_2 | 0 | 1
inv_1 | 10 | 2
o21a_1 | 2 | 2
buf_4 | 0 | 1
nand4_4 | 1 | 2
inv_2 | 0 | 8
nand2_1 | 2 | 1
dlygate4sd2_1 | 0 | 1
nor2_1 | 1 | 1
buf_2 | 0 | 3
## through the flow
stage / cells / area [um^2] / setup TNS (ps)
after floorplan: 33 / 241.5 / 0
after global placement: 98 / 489.2 / -1889
after detailed placement: 98 / 489.2 / -1935
after CTS: 100 / 614.3 / 0
after global routing: 100 / 614.3 / -1.617
final: 100 / 614.3 / 0
## timing repair
item / CTS / global route
buffers inserted: 2 / 0
pin swaps: 16 / 13
endpoints found under the setup margin: 3 / 1
cloned: 0 / 0
resized: 56 / 14
## layout make-up
cell class                 instances  area (um^2)
fill                             374         2801
timing repair buffer              21        177.7
inverter                          10        37.54
multi-input combinational         23        341.6
tap                               46        57.56
Power figures rest on the tool's default switching activity, not on a simulated workload.
